==> design/flow/design.v <==
module RegFile(reset, N1, N2, ND, DI, WriteReg, JALC, Data, Q1, Q2);
  input reset;
  input[4:0] N1, N2, ND;
  input[31:0] DI; 
  input WriteReg, JALC;
  input[31:0] Data;
  output[31:0] Q1, Q2;
  reg [31:0] Reg [31:0];
  assign Q1 = (WriteReg == 1 && (N1 == ND))? DI : Reg[N1];
  assign Q2 = (WriteReg == 1 && (N2 == ND))? DI : Reg[N2];
  always @(WriteReg or ND or DI)
    if (WriteReg == 1)
      Reg[ND] <= DI;
  always @(posedge JALC)
      Reg[31] <= Data;
  integer i;
  always @(reset)
    for (i = 0; i < 32; i = i + 1)
      Reg[i] <= 0;
  endmodule
==> design/flow/run.sh <==
#!/bin/bash
# OpenROAD 26Q1-2900-gdf79404cd8, Yosys 0.63+post, stock flow scripts
make -C /OpenROAD-flow-scripts/flow DESIGN_CONFIG=/design/flow/config.mk WORK_HOME=/design/flow/orfs finish
==> design/flow/config.mk <==
export PLATFORM = sky130hd
export DESIGN_NAME = RegFile
export DESIGN_NICKNAME = RegFile
export VERILOG_FILES = /design/flow/design.v
export SDC_FILE = /design/flow/constraint.sdc
export NUM_CORES = 4
export LEC_CHECK = 1
export CORE_AREA = 10 10 80 80
export DIE_AREA = 0 0 90 90
==> design/flow/constraint.sdc <==
current_design RegFile

set clk_period 2.1
set clk_io_pct 0.2

create_clock -name clk0 -period $clk_period

set non_clock_inputs [all_inputs -no_clocks]
set_input_delay [expr $clk_period * $clk_io_pct] -clock clk0 $non_clock_inputs
set_output_delay [expr $clk_period * $clk_io_pct] -clock clk0 [all_outputs]
==> impl_metrics.json <==
{
  "yosys_area_um2": 980,
  "slew_headroom_pct": 86.7,
  "drt.antenna.violating_nets": 0,
  "coreArea_um2": 4720,
  "dp_hpwl_mm": 3.73,
  "antenna_found_initial": 0,
  "fillers": 452,
  "grtUsageTotal_pct": 12.8,
  "warning_count": 67,
  "syn_avg_cell_area_um2": 7.84,
  "wl_per_cell_um": 16.4,
  "seq_cell_count": 0,
  "drt-pass1-iter-count": 3,
  "synth_warnings": 2,
  "endpoint_kind": "output port",
  "fin_area_um2": 2570,
  "yosys-top-cells-count": "nor3_2, nand2_1, xnor2_1",
  "wl_mm": 5.49,
  "post-route-period-util_pct": 97.9,
  "synthTopCellsByArea": "nor3_2, nand2_1, xnor2_1, buf_6, buf_4",
  "row_count": 25,
  "seq_area_um2": 0,
  "clockBufferCount": 0,
  "synth_cell_type_count": 8,
  "cp.required_ns": 1.68,
  "finalHoldViolCount": 0,
  "yosysMostFrequentCell": "nor3_2",
  "startpoint": "N2[0]",
  "grt_pass1_vias": 1459,
  "die_y_um": 90,
  "top_area_cell": "nor3_2",
  "fmax_ghz": 0.486,
  "timing.critical_path.to": "Q2[26]",
  "routed_via_density": 4.28,
  "place_inst": 298,
  "drc": 0,
  "worstPathArrival_ns": 1.64,
  "power_density_nw_per_um2": 223,
  "grt_max_degree": 18,
  "syn_area_um2": 980,
  "n_antenna_cell": 0,
  "total_power_uw": 573,
  "dr.first_iter.drc_count": 43,
  "ir_worst_vdd_mv": 0.170,
  "maxSlewViolCount": 0,
  "fin_cells": 334,
  "p_leak_uw": 0.00118,
  "vias": 1431,
  "tightest_slew_ns": 0.198,
  "overflow": 0,
  "fp.dieArea_um2": 8100,
  "postSynthCellCount": 125,
  "fin_crit_ns": 2.06,
  "crit_fanout": 7,
  "syn2layout_area_growth_pct": 162,
  "top_cell_area_share_pct": 61.3,
  "path_class": "in2out",
  "portBuffers": 112,
  "maxCapViolCount": 0,
  "worstSetupStartpointType": "input port",
  "status": "finished, final reports clean",
  "place_ws_ns": -0.453,
  "hold_path_class": "in2out",
  "place_area_um2": 2200,
  "drive_gt1_share_pct": 67.4,
  "core_util_floorplan_pct": 20.7,
  "ys_seq_share_pct": 0,
  "yosys_cells": 125,
  "ios": 146,
  "die_w_um": 90,
  "grt_pass1_wl_mm": 8.62,
  "gp_congestion": 0.756,
  "whs_path_depth": 7,
  "worst_slack_ns": 0.0442,
  "report.final.setup_viol": 0
}
-- what timing repair did --
action	4_1_cts	5_1_grt
gates resized	245	20
hold buffers	0	0
pin swaps	19	16
cloned	8	0
endpoints found under the setup margin	64	42
setup buffers	24	5
-- cell families after synthesis --
kind of cell | count (synthesis) | synth area share [%]
AND/OR/NAND/NOR | 100 | 78.4
XOR/XNOR | 10 | 8.94
buffers and inverters | 15 | 12.6
-- through the flow --
step	TNS, ns	utilization, %	hold WS (ns)
global route	-0.000188	54.4	1.51
CTS	-0.0856	52.4	1.48
finish	0	54.4	1.47
global placement	-26.72	46.5	1.78
floorplan	0	-	0.920
detailed placement	-26.06	46.5	1.77
-- area by class of cell --
cell class                 count  area, µm²  share of cell area [%]
tap                           67       83.8                    3.26
timing repair buffer         157       1510                    58.6
multi-input combinational    110        981                    38.2
-- how the worst min path moves through the flow --
stage,startpoint,to,slack [ns]
final,N1[3],Q1[27],1.47
after CTS,ND[4],Q2[31],1.48
after global routing,DI[13],Q2[13],1.51
-- cells in the final DEF, fill, tap and decap left out, types with 2 or more instances in the layout --
master           netlist  layout
clkbuf_2               0       3
nand2_1               34      32
nand3_4                0       2
xnor2_2                0       7
nand2_2                0       2
buf_2                  0      58
buf_12                 0      14
buf_6                  6       7
clkdlybuf4s15_1        0       4
dlygate4sd2_1          0      14
nor3_2                60      57
xnor2_1               10       3
clkdlybuf4s50_1        0      32
buf_4                  6      16
nor3_4                 0       6
buf_16                 0       7
-- routing by layer --
layer  vias to the layer above  wire [µm]  track usage [%]  share of wire (%)
li1                        724          -                -                  -
met1                       657       2260             15.7                 41
met2                        50       2880             23.3                 52
met3                         0        351             3.27                6.4
met4                         0          0                0                  0
met5                         -          0                0                  0
-- report_power, final --
part / internal, µW / switching (µW) / leakage, µW
clock: 0 / 0 / 0
sequential: 0 / 0 / 0
combinational: 329 / 245 / 0.00118
-- worst max-delay path, stage by stage --
cell and delay [ns]:
dlygate4sd2_1 0.25, xnor2_2 0.17, nand3_4 0.12, buf_6 0.14, buf_12 0.12, buf_16 0.14
nor3_2 0.16, buf_2 0.12
Power figures rest on the tool's default switching activity, not on a simulated workload.
